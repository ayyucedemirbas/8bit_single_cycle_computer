==> flow/design.v <==
module ALU (
    input [7:0] a,
    input [7:0] b,
    input [2:0] opcode,
    output reg [7:0] alu_out
);
    always @(a, b, opcode) begin
        case (opcode)
            3'b000: alu_out <= a & b;      
            3'b001: alu_out <= a | b;      
            3'b010: alu_out <= a + b;      
            3'b011: alu_out <= a - b;      
            3'b100: alu_out <= a + 1;      
            3'b101: alu_out <= a - 1;      
            default: alu_out <= 8'h00;     
        endcase
    end
endmodule
==> flow/run.sh <==
#!/bin/bash
# OpenROAD 26Q1-2900-gdf79404cd8, Yosys 0.63+post, stock flow scripts
make -C /OpenROAD-flow-scripts/flow DESIGN_CONFIG=/design/flow/config.mk WORK_HOME=/design/flow/orfs finish
==> flow/config.mk <==
export PLATFORM = sky130hd
export DESIGN_NAME = ALU
export DESIGN_NICKNAME = ALU
export VERILOG_FILES = /design/flow/design.v
export SDC_FILE = /design/flow/constraint.sdc
export NUM_CORES = 4
export LEC_CHECK = 1
export CORE_AREA = 10 10 71 71
export DIE_AREA = 0 0 81 81
==> flow/constraint.sdc <==
current_design ALU

set clk_period 5.7
set clk_io_pct 0.2

create_clock -name clk0 -period $clk_period

set non_clock_inputs [all_inputs -no_clocks]
set_input_delay [expr $clk_period * $clk_io_pct] -clock clk0 $non_clock_inputs
set_output_delay [expr $clk_period * $clk_io_pct] -clock clk0 [all_outputs]
==> deck_impl_summary.md <==
Physical Implementation Snapshot

Outcome
  • Status: finished clean

Yosys
  • Yosys cell count: roughly 140
  • Yosys warning count: 1
  • Cells after synthesis: ~140
  • Yosys Chip Area: ~950 um^2
  • Syn_area_per_cell: about 6.7 um^2
  • Seq share, synth: 0%
  • Post-synthesis cell area: 947.2 um^2
  • Distinct cell type count after synthesis: about 42

Flow run
  • Total tool warning count: 33
  • Max Cap Viol: 0

Hold path
  • Hold_sp: b[1]
  • Hold EP: alu_out[1]
  • Hold Crit Class: primary input to primary output
  • WHS Path Cells: 5

Timing
  • Final hold slack: ~3300 ps
  • Fmax: about 180 MHz
  • Slew HR: ~64%
  • Cycle use final: 97.35%
  • Period minus WS final: roughly 5500 ps
  • Worst-Margin Slew: between 500 and 600 ps
  • Final setup viols: 0
  • Slew Limit Fails: 0
  • Fin Setup TNS: 0 ps
  • Endpoints failing hold: 0

Global route
  • Tot GR Track Use: around 8.5%
  • Wire length of the first global-routing pass: between 4000 and 5000 um
  • Vias in the first global route: 1,016
  • Grt total ovfl: 0
  • Largest net degree at the start of global routing: 17
  • Initial antenna violation count: 0

Floorplan
  • Cell Rows: 22
  • IO Pins: 27
  • Die width: 81 um
  • DIE AREA: approximately 6600 um^2
  • Fp_density: a little over a quarter
  • Die Height: 81 um
  • Core area: ~3600 um^2

Place
  • Placer congestion estimate: roughly 0.84
  • Hpwl dp: 2330 um
  • Port bufs: 27

Finish
  • Register Area: 0 um^2
  • Fillers: roughly 390
  • Top logic cells by instance count in the layout: clkdlybuf4s50_1 (25), buf_4 (17), o21ai_0 (16), a21oi_1 (9), nor2_1 (9)
  • Clock buf count: 0
  • Share of layout cells above drive strength 1: between 10% and 20%
  • Layout area overhead: 48.22%
  • Final core utilization: between 30% and 40%
  • Flip-flops: 0
  • Most numerous logic cell after layout: clkdlybuf4s50_1

Setup path
  • CP max FO: 6
  • Crit. End Element: primary output
  • Worst EP arrival: about 4400 ps
  • CP required: 4560 ps
  • CP Class: primary input to primary output
  • Setup crit start kind: primary input

Detailed routing
  • Via density: about 5.1
  • # diodes: 0
  • Post-route DRC: 0
  • Final antenna-violating net count: 0
  • Initial drt markers: just under 80
  • DR WL/cell: around 13 um
  • Via count: around 1,100
  • DR pass1 iterations: 4
  • WL final: roughly 2900 um

Pwr
  • VDD IR max: about 0.033 mV
  • Pwr dens: roughly 110 nW/um^2
  • Static Leakage: around 0.53 nW

CTS
  • CTS Hold Buffers Added: 0
==> critical path, stage by stage <==
cell and delay, ps:
clkdlybuf4s50_1 510, or4_4 600, nor2_1 170, o31a_1 140, o32ai_1 80, a21oi_1 180, ha_1 300, nor3_1 150
nor2_1 60, o41a_1 120, a21o_1 170, a31o_1 200, o21bai_1 110, clkdlybuf4s50_1 470
==> synthesized netlist by cell type (2+ instances only) <==
library cell	number	area, um^2
o21ai_0	18	90.09
a21oi_1	12	60.06
ha_1	9	112.6
nor2_1	9	33.78
nand2_1	8	30.03
clkbuf_1	7	26.28
inv_1	7	26.28
maj3_1	6	60.06
nand2b_1	5	31.28
nor3_1	5	25.02
o31a_1	5	43.79
o32ai_1	5	43.79
xnor2_1	4	35.03
o22ai_1	3	18.77
a211o_1	2	17.52
a211oi_1	2	15.01
a21o_1	2	15.01
a22o_1	2	17.52
buf_2	2	10.01
nor2b_1	2	12.51
nor4_1	2	12.51
o21bai_1	2	15.01
o31ai_1	2	15.01
or4_4	2	22.52
==> timing repair <==
item / in CTS / in global routing
setup endpoints to repair: 1 / 3
gates resized: 2 / 13
pin swaps: 0 / 8
setup buffers: 0 / 1
hold endpoints to repair: 0 / 0
==> kinds of logic (layout without fill, tap and decap cells) <==
family	after synthesis	count (layout)	share of synthesized area [%]
compound gates	62	62	43.59
mux	1	1	1.189
buf+inv	20	52	9.115
simple gates	37	37	21.13
xor+xnor	5	5	4.623
fa+ha+maj	16	16	20.34
==> where the power goes <==
group	total [mW]	leakage (nW)	switching (mW)	internal (mW)
Sequential	0	0	0	0
Combinational	0.150	0.534	0.0670	0.0829
Clock	0	0	0	0
==> metrics by stage <==
stage	cells	setup WS [ps]	total power, mW	cell area, um^2
CTS	220	27.71	0.1459	1348
detailed placement	220	-110.1	0.1431	1341
floorplan	141	1017	0.08488	947.2
finish	221	151.2	0.1499	1404
global route	221	-22.84	0.1683	1404
global placement	220	-65.19	0.1441	1341
==> worst max-delay path by stage <==
| stage | start | endpoint | slack (ps) | cells past startpoint |
|---|---|---|---|---|
| 5_1_grt | b[2] | alu_out[7] | -20 | 14 |
| 4_1_cts | b[0] | alu_out[7] | 30 | 14 |
| 6_report | b[2] | alu_out[7] | 150 | 14 |
==> layer usage <==
| metal | share of wire [%] | GRT usage [%] |
|---|---|---|
| met5 | 0 | 0 |
| met2 | 46 | 14.89 |
| met1 | 47 | 11.31 |
| met4 | 0 | 0 |
| met3 | 6.2 | 1.448 |
==> layout make-up <==
| class | instances | area (um^2) | area share (%) |
|---|---|---|---|
| multi-input combinational | 121 | 910.9 | 64.88 |
| tap | 48 | 60.06 | 4.278 |
| inverter | 8 | 30.03 | 2.139 |
| timing repair buffer | 44 | 402.9 | 28.70 |
Power is estimated from default activity; no workload was simulated.

<file path="flow/config.mk">
export PLATFORM = sky130hd
export DESIGN_NAME = InstructionMemory
export DESIGN_NICKNAME = InstructionMemory
export VERILOG_FILES = /design/flow/design.v
export SDC_FILE = /design/flow/constraint.sdc
export NUM_CORES = 4
export LEC_CHECK = 1
export CORE_AREA = 10 10 70 70
export DIE_AREA = 0 0 80 80
</file>
<file path="flow/constraint.sdc">
current_design InstructionMemory

set clk_period 1.0
set clk_io_pct 0.2

create_clock -name clk0 -period $clk_period

set non_clock_inputs [all_inputs -no_clocks]
set_input_delay [expr $clk_period * $clk_io_pct] -clock clk0 $non_clock_inputs
set_output_delay [expr $clk_period * $clk_io_pct] -clock clk0 [all_outputs]
</file>
<file path="flow/run.sh">
#!/bin/bash
# OpenROAD 26Q1-2900-gdf79404cd8, Yosys 0.63+post, stock flow scripts
make -C /OpenROAD-flow-scripts/flow DESIGN_CONFIG=/design/flow/config.mk WORK_HOME=/design/flow/orfs finish
</file>
<file path="flow/design.v">
module InstructionMemory (
    input [4:0] abus,
    output reg [7:0] dbus
);
    reg [7:0] im_array [0:12];
    always @(abus)
        dbus = im_array[abus];
    initial begin
        im_array[0] = 8'h00;  
        im_array[1] = 8'h21;  
        im_array[2] = 8'h42;  
        im_array[3] = 8'h63;  
        im_array[4] = 8'h84;  
        im_array[5] = 8'hA5;  
        im_array[6] = 8'hC6;  
        im_array[7] = 8'h07;  
        im_array[8] = 8'h28;  
        im_array[9] = 8'h49;  
        im_array[10] = 8'h8A;  
        im_array[11] = 8'hCB;  
        im_array[12] = 8'h0C;  
    end
endmodule
</file>
==> results.txt <==
fresh numbers from the pnr run: count of input and output buffers=11, area added between synthesis and finish=192%, Yosys top cell area share=just over 20%, Slowest-stage cell, CP=sky130_fd_sc_hd__a211o_1, total power after layout=~0.00011 W, least setup slack across all paths after layout=-0.0289 ns, kind of path behind the tightest hold check=in -> out, met1 track utilization from global routing=between 1.5 and 2%, violations in the final reports=setup timing, IR Drop Worst-Case VDD=0.0000425 V, stage delay of the slowest cell on the critical path=between 0.2 and 0.3 ns, CTS Hold Buffers Added=0, required time of the critical path=approximately 0.80 ns, # DRC=0, Post-Syn Instances=15, placed cell areas=around 280 um^2, post-synthesis chip area from yosys=roughly 110 um^2, Std-Cell Core Area=~0.0034 mm^2, crit path capture type=output port, post-route cell area=325 um^2, fraction of final layout cells with drive strength greater than 1=just under 70%, power density of the placed cells=about 340 mW/mm^2, Die Y-Extent=roughly 80 um, number of fill cells in the layout=roughly 400, GP Congestion=roughly 0.72, vias after detailed routing=160, I/O Pins=13, met2 usage=under 10%, final worst path period need=between 1 and 1.5 ns, met3 GRT Util=less than 1%, first-pass GRT wire length=approximately 800 um, wire per inst=7.30 um, number of cells in the yosys synthesis report=15, run status=finished, violations left, cell with the most instances after synthesis=sky130_fd_sc_hd__buf_4, cell types with the highest counts after synthesis=sky130_fd_sc_hd__buf_4 (3), sky130_fd_sc_hd__a21boi_0 (2), sky130_fd_sc_hd__nor2b_1 (2), clock power share=0%, Die Span X=around 80 um, final hold viol count=0, fraction of the yosys area taken by sequential cells=0%, Cell Count, Final, Fillers Out=between 70 and 80, average instance area after synthesis=between 7 and 8 um^2, reported net switching power=0.0000375 W, combined flip-flop and latch cell area=0 um^2, vias in the first global route=~150, layout sequential cell count=0, number of endpoints failing setup at the final stage=1, Unique masters post-synth=11, number of cell rows=21, highest clock frequency the design can meet=0.972 GHz, fraction of power spent switching nets=34.0%, summed instance area of the synthesized netlist=111 um^2, DR vias/cell=between 2 and 2.5, post-layout period usage=103%, critical path arrival=roughly 0.83 ns, 1st-pass router iterations=1, fp_density=roughly 3.3%, Detail Route Antenna Nets=0, worst hold stages=3, Leak Pwr=between 0.1 and 0.15 nW, number of clock-tree buffers in the layout=0, count of max-cap constraint violations=0, most area-hungry cell type in the Yosys netlist=sky130_fd_sc_hd__buf_4, maximum fanout along the worst path=6, Slew Limit Fails=0, initial antenna violation count=0, HPWL after DPL=439 um, stage-log warning count=35, type of the setup path with the least slack=in -> out, Final Routed Wirelength=roughly 540 um, Antenna Diode Count=0, Area contributors post-synth=sky130_fd_sc_hd__buf_4 (20%), sky130_fd_sc_hd__a21boi_0 (13%), sky130_fd_sc_hd__nor4b_2 (13%), cell count after placement=around 72, remaining global-route overflow=0, setup TNS=-0.0289 ns, RSZ-0062 raised after global routing=true, Yosys Warn Count=1, Combinational Power Share=100.0%, number of DRC markers after the initial detailed-route iteration=0, Overall Global Routing Usage=approximately 1.5%, largest net degree at the start of global routing=9, Internal Dissipation=between 0.00007 and 0.00008 W, ordered cell list for the critical path=buf_12 > nor3b_4 > a211o_1 > buf_2, power share of the sequential group=0%, Setup crit start kind=primary input, busiest grt layer=met2, area enclosed by the die boundary=between 0.006 and 0.007 mm^2
==> cell type report <==
| type | count | area, um^2 | share of cell area (%) |
|---|---|---|---|
| well taps | 46 | 57.6 | 17.7 |
| repair buffers | 16 | 153 | 46.9 |
| multi-input cells | 12 | 115 | 35.4 |
==> what timing repair did <==
item	CTS	global route
resized	42	10
pin swaps	3	2
setup endpoints to repair	7	5
buffers inserted	0	2
==> layer usage <==
| layer | up-vias | routed length [um] |
|---|---|---|
| li1 | 78 | - |
| met3 | 0 | 63 |
| met5 | - | 0 |
| met4 | 0 | 0 |
| met1 | 77 | 204 |
| met2 | 5 | 272 |
==> power by group through the flow <==
stage | Combinational, W | Clock (W) | Sequential (W)
after CTS | 0.0000915 | 0 | 0
after global routing | 0.000121 | 0 | 0
final | 0.000110 | 0 | 0
==> final timing paths <==
check	from	to	slack, ns
setup / recovery	abus[0]	dbus[5]	-0.03
hold / removal	abus[0]	dbus[5]	0.69
==> worst max-delay path: cells and delay by family <==
kind	cells	cell delay, ns
AND/OR/NAND/NOR	1	0.14
buffers and inverters	2	0.23
AND-OR/OR-AND	1	0.27
==> stage by stage <==
stage                     hold slack, ns  util [%]  worst slack [ns]
after CTS                          0.739      8.02           -0.0656
after detailed placement            1.41      8.17            -0.893
after floorplan                    0.426         -             0.259
final                              0.694      9.52           -0.0289
after global routing               0.738      9.52           -0.0668
after global placement              1.40      8.17            -0.872
==> cells in the final DEF, fill, tap and decap left out <==
cell	Yosys	final
sky130_fd_sc_hd__clkdlybuf4s50_1	0	1
sky130_fd_sc_hd__conb_1	1	1
sky130_fd_sc_hd__nor2_1	1	1
sky130_fd_sc_hd__a21boi_2	0	1
sky130_fd_sc_hd__buf_12	0	1
sky130_fd_sc_hd__buf_6	0	3
sky130_fd_sc_hd__nor2b_1	2	1
sky130_fd_sc_hd__nor4b_2	1	1
sky130_fd_sc_hd__buf_4	3	4
sky130_fd_sc_hd__buf_2	0	3
sky130_fd_sc_hd__a211o_1	1	1
sky130_fd_sc_hd__nor3b_4	0	1
sky130_fd_sc_hd__dlygate4sd2_1	0	1
sky130_fd_sc_hd__buf_8	0	1
sky130_fd_sc_hd__nor2b_2	0	1
sky130_fd_sc_hd__a21boi_1	0	1
sky130_fd_sc_hd__a22o_2	1	1
sky130_fd_sc_hd__clkdlybuf4s15_1	0	2
sky130_fd_sc_hd__a21oi_2	0	1
sky130_fd_sc_hd__a211oi_2	0	1
==> cells by family after synthesis <==
family	after synthesis	share of synthesized area, %
other cells	1	3.37
compound gates	6	41.6
buf+inv	3	20.2
simple gates	5	34.8
Power is estimated from default activity; no workload was simulated.

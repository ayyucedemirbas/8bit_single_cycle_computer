<file path="design/flow/run.sh">
#!/bin/bash
# OpenROAD 26Q1-2900-gdf79404cd8, Yosys 0.63+post, stock flow scripts
make -C /OpenROAD-flow-scripts/flow DESIGN_CONFIG=/design/flow/config.mk WORK_HOME=/design/flow/orfs finish
</file>
<file path="design/flow/config.mk">
export PLATFORM = sky130hd
export DESIGN_NAME = Adder
export DESIGN_NICKNAME = Adder
export VERILOG_FILES = /design/flow/design.v
export SDC_FILE = /design/flow/constraint.sdc
export NUM_CORES = 4
export LEC_CHECK = 1
export CORE_AREA = 10 10 70 70
export DIE_AREA = 0 0 80 80
</file>
<file path="design/flow/constraint.sdc">
current_design Adder

set clk_period 7.7
set clk_io_pct 0.2

create_clock -name clk0 -period $clk_period

set non_clock_inputs [all_inputs -no_clocks]
set_input_delay [expr $clk_period * $clk_io_pct] -clock clk0 $non_clock_inputs
set_output_delay [expr $clk_period * $clk_io_pct] -clock clk0 [all_outputs]
</file>
<file path="design/flow/design.v">
module Adder (
    input [7:0] a,
    input [7:0] b,
    output reg [7:0] sum
);
    always @(a, b) begin
        sum = a + b;
    end
endmodule
</file>
==> results_dict.tcl <==
# implementation run metrics
set metrics [dict create \
    seq_cells 0 \
    mostFrequentLayoutCells "clkdlybuf4s50_1, ha_1, inv_1, a21oi_1, o211ai_1" \
    ir_worst_vdd_v 0.0000221 \
    combGateArea_um2 313 \
    finalHoldViolCount 0 \
    portBuffers 24 \
    drt_wl_total_um 1120 \
    place_congestion 0.736 \
    row_count 21 \
    p_switching_uw 16.3 \
    grt_pass1_wl_um 1720 \
    core_mm2 0.00342 \
    first_pass_iters 4 \
    postSynthSeqShare_pct 0 \
    warnings 32 \
    synth.avg_cell_area_um2 7.89 \
    synthCells 42 \
    max_stage_delay_ps 480 \
    insertedDiodeCount 0 \
    end_kind "primary output" \
    power_frac_seq_pct 0 \
    max_slew_margin_pct 68.4 \
    crit_type "input port to primary output" \
    holdWs_ps 4110 \
    vias 398 \
    fin_ws_ps 2570 \
    via_per_inst 3.55 \
    drtAntennaViolNets 0 \
    status "completed" \
    finalInstanceArea_um2 629 \
    power.internal_uw 30.3 \
    fillers 396 \
    die_w_um 80 \
    clkbuf_count 0 \
    post-route-drc-count 0 \
    finalCritPeriodShare_pct 66.6 \
    clkPwrFrac_pct 0 \
    required_ps 6160 \
    arrival_ps 3590 \
    fp_util_pct 9.71 \
    synth_chip_area_um2 332 \
    grt-ovfl-total 0 \
    crit_chain "clkdlybuf4s50_1, ha_1, a211oi_1, o21ai_0, xor2_1, clkdlybuf4s50_1" \
    cts_setup_buffers 0 \
    drive_above_1_share_pct 1.52 \
    place_area_um2 629 \
    p_sw_share_pct 34.9 \
    ys_warn_count 1 \
    drt_iter0_drc 24 \
    yosysUniqueCellTypes 23 \
    ys_cells 42 \
    clock.fmax_mhz 195 \
    critPathMostFrequentCell "clkdlybuf4s50_1" \
    min_path_type "input port to primary output" \
    maxSlewViolCount 0 \
    p_comb_share_pct 100.0 \
    period_needed_ps 5130 \
    rsz0062_at_grt "no" \
    post_cts_resized 0 \
    grtUsageTotal_pct 3.19 \
    num_io_pins 24 \
    dieHeight_um 80 \
    holdBufCountCts 0 \
    wl_per_cell_um 10.0 \
    lay_top_count "clkdlybuf4s50_1" \
    start_kind "input port" \
    p_leak_uw 0.000242 \
    worst_pin_slew_ps 470 \
    crit_slowest_cell "clkdlybuf4s50_1" \
    final.setup.tns_ps 0 \
    path_max_fanout 3 \
    antenna_found_initial 0 \
    netlist_area_um2 332 \
    flop_area_um2 0 \
    final-setup-viol-count 0 \
    first_global_vias 371 \
    dp_hpwl_um 1050 \
    grt_max_degree 7 \
    syn2layout_area_growth_pct 89.8 \
    power.density_mw_per_mm2 73.9 \
    dieArea_mm2 0.00640 \
    max-cap-violations 0 \
    pre_cts_ws_ps 2540 \
]
through the flow:
stage	cells	util [%]	power (µW)
finish	112	18.4	46.5
global route	112	18.4	52.3
CTS	112	18.4	47.7
detailed placement	112	18.4	47.4
global placement	112	18.4	47.0
floorplan	42	-	19.8
layer usage:
layer,GRT usage (%),wire (µm),up-vias
met5,0,0,-
met4,0,0,0
met3,1.48,163,0
met2,4.65,438,18
met1,4.43,521,170
li1,-,-,210
power groups by stage:
stage / Sequential, µW / Clock, µW / Combinational, µW
final: 0 / 0 / 46.5
after global routing: 0 / 0 / 52.3
after CTS: 0 / 0 / 47.7
worst paths after layout:
path,cells after the start,to,from
worst min-delay path,3,sum[0],b[0]
worst max-delay path,6,sum[5],a[1]
worst max-delay path: cells and delay by family:
| kind | cells | cell delay [ps] |
|---|---|---|
| fa+ha+maj | 1 | 320 |
| buf+inv | 2 | 910 |
| xor+xnor | 1 | 160 |
| compound gates | 2 | 660 |
synthesized netlist by cell type:
master | count | area, µm²
ha_1 | 7 | 87.6
o211ai_1 | 3 | 22.5
nand2b_1 | 1 | 6.26
o21a_1 | 1 | 7.51
a21o_1 | 1 | 7.51
o2bb2ai_1 | 1 | 8.76
nor2_1 | 1 | 3.75
o31a_1 | 1 | 8.76
o311ai_0 | 1 | 8.76
a221oi_1 | 1 | 8.76
inv_1 | 5 | 18.8
nor3_1 | 1 | 5.00
nor2b_4 | 1 | 13.8
nor3b_1 | 1 | 7.51
nand2_1 | 1 | 3.75
xnor2_1 | 2 | 17.5
nor2b_1 | 1 | 6.26
xor2_1 | 2 | 17.5
fa_1 | 1 | 20.0
o311ai_1 | 1 | 8.76
o21ai_0 | 2 | 10.0
a211oi_1 | 1 | 7.51
a21oi_1 | 5 | 25.0
cell type report:
cell class / count / share of cell area (%)
repair buffers: 24 / 38.2
multi-input cells: 37 / 49.7
well taps: 46 / 9.15
inverters: 5 / 2.98
logic make-up after synthesis:
kind of cell	Yosys count	share of synthesized area [%]
AND-OR/OR-AND	18	37.4
adder cells (fa/ha/maj)	8	32.5
AND/OR/NAND/NOR	7	14.0
buffers and inverters	5	5.66
XOR/XNOR	4	10.6
No activity file was given, so power comes from the tool's default toggle rates.
